## ./run.sh

```bash
#!/bin/bash
# OpenROAD 26Q1-2900-gdf79404cd8, Yosys 0.63+post, stock flow scripts
make -C /OpenROAD-flow-scripts/flow DESIGN_CONFIG=/design/flow/config.mk WORK_HOME=/design/flow/orfs finish
```

## ./config.mk

```make
export PLATFORM = sky130hd
export DESIGN_NAME = MyDesign
export DESIGN_NICKNAME = MyDesign
export VERILOG_FILES = /design/flow/design.v
export SDC_FILE = /design/flow/constraint.sdc
export NUM_CORES = 4
export LEC_CHECK = 1
export CORE_UTILIZATION = 50
```

## ./constraint.sdc

```tcl
current_design MyDesign

set clk_period 7.1
set clk_io_pct 0.2

create_clock -name clk0 -period $clk_period [get_ports {clk}]

set non_clock_inputs [all_inputs -no_clocks]
set_input_delay [expr $clk_period * $clk_io_pct] -clock clk0 $non_clock_inputs
set_output_delay [expr $clk_period * $clk_io_pct] -clock clk0 [all_outputs]
```

## ./design.v

```verilog
module MyDesign (dut_run,dut_busy,reset_b,clk,dut_sram_write_address,dut_sram_write_data,
					dut_sram_write_enable,dut_sram_read_address,sram_dut_read_data,
					dut_wmem_read_address,wmem_dut_read_data); 
input dut_run;
output dut_busy;
input reset_b; 
input clk; 
output [11:0] dut_sram_write_address; 
output [15:0] dut_sram_write_data; 
output dut_sram_write_enable; 
output [11:0] dut_sram_read_address; 
input [15:0] sram_dut_read_data; 
output [11:0] dut_wmem_read_address; 
input [15:0] wmem_dut_read_data; 
 wire [3:0] dtc; 
 wire [3:0] ctd; 
datapath u1(
	.clk(clk),
	.reset(reset_b),
	.input_data(sram_dut_read_data),
	.weight_data(wmem_dut_read_data),
	.input_address(dut_sram_read_address),
	.weight_address(dut_wmem_read_address),
	.write_data(dut_sram_write_data),
	.write_address(dut_sram_write_address),
	.sig_in(ctd),
	.sig_out(dtc)
); 
controller u2(
	.clk(clk),
	.reset(reset_b),
	.go(dut_run), 
	.busy(dut_busy),
	.write_enable(dut_sram_write_enable),
	.ctrl_in(dtc),
	.ctrl_out(ctd)
); 
endmodule 
module controller(  
					clk, reset, go, busy, write_enable, 
					ctrl_in, ctrl_out 
); 
input clk; 
input reset; 
input go; 
output reg busy; 
output reg write_enable; 
input [3:0] ctrl_in;  
output reg [3:0] ctrl_out;  
reg [2:0] current_state, next_state; 
parameter 
	s0 = 3'b000,  
	s1 = 3'b001,  
	s2 = 3'b010,  
	s3 = 3'b011,  
	s4 = 3'b100,
	s5 = 3'b101;
always @ (posedge clk)
	begin
	if(!reset) begin 
		current_state <= s0;
		end 
	else begin 
		current_state <= next_state;
		end 
	end 
always @ *
	begin 
	case (current_state)
	s0: begin 
		if(go) begin 
			write_enable <= 1'b0; 
			busy <= 1'b1; 
			ctrl_out <= 4'b1000; 
			next_state <= s1; 
		end 
		else begin 
			write_enable <= 1'b0;
			busy <= 1'b0;
			ctrl_out <= 4'b0000; 
			next_state <= s0; 
		end 
	end 
	s1: begin 
		if(ctrl_in[2]) begin
			write_enable <= 1'b0; 
			busy <= 1'b1; 
			ctrl_out <= 4'b0100; 
			next_state <= s2;
		end
		else begin
			write_enable <= 1'b0;
			busy <= 1'b1; 
			ctrl_out <= 4'b1100; 
			next_state <= s1; 
		end
	end 
	s2: begin 
		if(ctrl_in[3]) begin
			write_enable <= 1'b0;
			busy <= 1'b1;
			ctrl_out <= 4'b0000; 
			next_state <= s3;
		end 
		else begin 
			write_enable <= 1'b0; 
			busy <= 1'b1;
			ctrl_out <= 4'b0100; 
			next_state <= s2; 
		end
	end 
	s3: begin
		if( ctrl_in[1]) begin 
			write_enable <= 1'b0;
			busy <= 1'b1; 
			ctrl_out <= 4'b0000; 
			next_state <= s4; 
		end 
		else begin 
			write_enable <= 1'b0;
			busy <= 1'b1; 
			ctrl_out <= 4'b0010; 
			next_state <= s3; 
		end 
	end 
	s4: begin 
		if(ctrl_in[0]) begin 
			write_enable <= 1'b1; 
			busy <= 1'b1;
			ctrl_out <= 4'b0000; 
			next_state <= s5; 
		end 
		else begin 
			write_enable <= 1'b1; 
			busy <= 1'b1; 
			ctrl_out <= 4'b0001; 
			next_state <= s4; 
		end 
		end 
	s5: begin
			write_enable <= 1'b0; 
			busy <= 1'b0; 
			ctrl_out <= 4'b0000; 
			next_state <= s0; 
		end 
	default: begin 
			write_enable <= 1'b0; 
			busy <= 1'b0; 
			ctrl_out <= 4'b0000; 
			next_state <= s0;
		end
endcase 
end
endmodule 
module datapath(  
				clk, reset, input_data, weight_data, input_address, weight_address, write_address, write_data,
				sig_in, sig_out 
				); 
input clk; 
input reset; 
input [15:0] input_data;  
input [15:0] weight_data;  
output reg [15:0] write_data; 
output reg [11:0] input_address;
output reg [11:0] weight_address; 
output reg [11:0] write_address;
input [3:0] sig_in;  
output reg [3:0] sig_out;  
wire [8:0] overlay1;  
wire [8:0] overlay2;  
wire [8:0] overlay3;  
wire [8:0] overlay4;  
reg [3:0] count1; 
reg [3:0] count2; 
reg [3:0] count3;
reg [3:0] count4;  
integer N; 
always @ (posedge clk) begin 
	 if(sig_in[3]) begin 
		input_address <= 12'b0; 
		weight_address <= 12'b0; 
		sig_out <= 4'b0100; 
		end 
	else if(sig_in[2]) begin 
			sig_out <= 4'b1000; 
			count1 = 3'b0; 
			count2 = 3'b0; 
			count3 = 3'b0; 
			count4 = 3'b0;  
			end 
	else if(sig_in[1]) begin  
			 for(N = 0; N < 9 ; N = N + 1) begin 
 				count1 = count1 + overlay1[N]; 
				count2 = count2 + overlay2[N]; 
				count3 = count3 + overlay3[N]; 
				count4 = count4 + overlay4[N];  
			end  
 			write_data[0] <= (count1 >= 5) ? 1'b1 : 1'b0; 
			write_data[1] <= (count2 >= 5) ? 1'b1 : 1'b0; 
			write_data[2] <= (count3 >= 5) ? 1'b1 : 1'b0; 
			write_data[3] <= (count4 >= 5) ? 1'b1 : 1'b0;  
			sig_out <= 4'b0010; 
			end 
	else if (sig_in[0]) begin 
			sig_out <= 4'b0001;
			write_data <= {11'b0,write_data[3:0]}; 
	end else begin 
			sig_out <= 4'b0000; 
	end 
end 
assign overlay1 = ~({input_data[10:8],input_data[6:4],input_data[2:0]} ^ weight_data[8:0]);
assign overlay2 = ~({input_data[11:9],input_data[7:5],input_data[3:1]} ^ weight_data[8:0]);
assign overlay3 = ~({input_data[14:12],input_data[10:8],input_data[6:4]} ^ weight_data[8:0]);
assign overlay4 = ~({input_data[15:13],input_data[11:9],input_data[7:5]} ^ weight_data[8:0]);
endmodule 
```

==> results_slide.txt <==
Synthesis and Place & Route Summary

Drt
  • Inserted Diodes: 0
  • Initial DRC count: 33
  • DRC: 0
  • Total number of vias: between 1500 and 2000
  • Final wirelength: around 4.6 mm
  • WL per Instance: approximately 12 um
  • Via density: around 4.5
  • TritonRoute pass-1 iters: 4
  • Post-route ant nets: 0

Final timing
  • Total negative slack: 0 ns
  • Fmax: 205 MHz
  • Tcrit/Tclk final: 68.7%
  • Final Skew: approximately 0.0038 ns
  • Final setup margin: 2.22 ns
  • Measured slew at the worst slew-check pin: ~0.69 ns
  • Final hold viol count: 0
  • # setup viols final: 0
  • Post-layout min period: between 4 and 5 ns
  • Pins Over Slew Limit: 0
  • Relative slew slack: approximately 54%
  • Unrepaired setup endpoints after global routing: false

Floorplan
  • Die X: around 77 um
  • Floorplan Utilization: roughly 52%
  • Die footprint: 0.00598 sq mm
  • Row count: 27
  • Num ports: slightly below 90
  • Die y size: about 77 um
  • Core ar.: 0.00547 sq mm

Run
  • Tool warning count: 32
  • Max_cap viols: 0

Clocking
  • Clock sink count: 30
  • H-tree depth: 2
  • Clock Path Buffers: 2
  • Clock root cell: clkbuf_8
  • Clk slew on worst S/H paths: ~0.060 ns
  • Post-CTS resize count: 0
  • CTS tree: done
  • CTS Buf Count: 5
  • Late-Pin Clk Latency: around 0.28 ns
  • Hold_buf cts: 0
  • Post CTS Setup Buffer Count: 0

Synthesis
  • Avg Inst Size Synth: roughly 10 sq um
  • Post-synth mux share: 0%
  • Syn Std Cell Area: 0.00284 sq mm
  • Yosys simple share: under 10%
  • Top cells by area: edfxtp_1, fa_1, buf_4
  • Chip area line of the yosys report: between 0.002 and 0.003 sq mm
  • Yosys top cell by area: edfxtp_1
  • Register share after synthesis: between 20% and 30%
  • Complex Gates by Area: 4.63%
  • Cells after Synth: ~280
  • Warnings, synthesis: 14
  • Logic family by area: adder cells
  • Area leader share: between 20% and 30%
  • Cell total in the yosys stat output: 276
  • Netlist cell types: 30
  • Adder-Cell Fraction of Synth Area: roughly 26%
  • Flops after synth: 30
  • Yosys xor share: about 14%

Placed design
  • Area post-placement: between 0.003 and 0.004 sq mm
  • Port Buffer Count: 33
  • DP HPWL: ~3.7 mm
  • GP Congestion: ~0.83
  • Place WS: ~1.9 ns
  • Post-Place Cells: ~370

Cells and area
  • Final Core Density: around 57%
  • Area grow syn2layout: 10.4%
  • Final Cell Area: 0.00313 sq mm
  • Top Layout Cells: conb_1, inv_1, clkdlybuf4s50_1
  • Top cell excl fill/tap: conb_1
  • Non-filler cells, final: approximately 380
  • Share of cells above drive strength 1: under 10%
  • Filler cells: ~500

Run status
  • Status: completed

GRT
  • Gr usage total: ~18%
  • Initial antenna violation count: 0
  • Number of global-route vias before repair: around 1700
  • Grt ovf: 0
  • Largest net degree at the start of global routing: 17
  • First-pass GRT wire length: a little under 8 mm

Power and ir drop
  • Maximum ir drop on the vdd rail: between 200 and 250 uV
  • Leak Pwr: approximately 1.4 nW
  • Cell Pwr Density: between 300 and 400 mW/mm^2

Worst hold path
  • HP Class: reg -> reg

Setup path
  • Crit path launch type: input port
  • Worst EP required: around 7 ns
  • Worst EP arrival: slightly below 5 ns
  • Worst Setup End Kind: register
  • Worst-path fanout max: 4
  • CP Class: in -> reg
[critical path: stages]
cell             delay [ns]
clkdlybuf4s50_1        0.62
xor2_1                 0.23
fa_1                   0.47
fa_1                   0.54
inv_1                  0.05
fa_1                   0.54
ha_1                   0.16
inv_1                  0.05
fa_1                   0.53
inv_1                  0.04
o21ai_0                0.14
nand3_1                0.10
[cell type report]
cell class,instances,area (sq um),share of cell area (%)
clock buffers,8,90.1,2.88
inverters,36,135,4.32
multi-input cells,201,1680,53.5
flip-flops and latches,30,801,25.6
well taps,72,90.1,2.88
repair buffers,34,338,10.8
[where the power goes]
part | total (mW) | switching [mW] | internal [mW]
Clock | 0.140 | 0.0607 | 0.0789
Combinational | 0.700 | 0.376 | 0.323
Sequential | 0.280 | 0.00999 | 0.270
[flip-flops by register name, indices dropped and copies added (netlist names)]
register and flops:
u2.current_state 6, u1.count4 4, u1.count2 4, u1.write_data 4, u1.count3 4, u1.sig_out 4, u1.count1 4
[worst paths after layout]
kind,startpoint,endpoint,slack (ns),cells after the start
setup / recovery,wmem_dut_read_data[2],u1.write_data[0],2.22,12
hold / removal,u2.current_state[4],u2.current_state[0],0.41,1
setup reg to reg,u1.count4[0],u1.write_data[3],3.76,9
hold reg to reg,u2.current_state[4],u2.current_state[0],0.41,1
[through the flow]
step	power (mW)	hold slack (ns)
4_1_cts	1.14	0.419
5_1_grt	1.28	0.449
3_5_place_dp	0.982	0.404
6_report	1.12	0.414
3_3_place_gp	0.975	0.400
2_1_floorplan	0.838	0.391
[kinds of logic after synthesis]
group	after synthesis
xor+xnor	44
flops	30
compound gates	21
buf+inv	92
simple gates	44
fa+ha+maj	44
other cells	1
[metal layers]
metal  track usage, %  vias to the layer above  part of all wire [%]
met5                0                        -                     0
met3             6.17                        5                   8.2
met2             25.2                       67                    42
li1                 -                      845                     -
met4             2.08                        0                   1.4
met1             30.1                      780                    48
[synthesized netlist by cell type, drive strengths merged]
library cell  count
nor2              2
nand3b            1
xnor2            25
a21boi            2
a21oi            10
and3             12
o21ai             5
edfxtp           20
a21o              4
dfxtp            10
and2              2
xor2             19
conb              1
nor3              3
clkbuf            5
nand2             6
nand2b            3
fa               24
nor2b             2
nor4              1
buf              51
inv              36
nand3            12
ha               20
No activity file was given, so power comes from the tool's default toggle rates.
